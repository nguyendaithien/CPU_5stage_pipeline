--- flow/config.mk ---
export PLATFORM = sky130hd
export DESIGN_NAME = csr
export DESIGN_NICKNAME = csr
export VERILOG_FILES = /design/flow/design.v
export SDC_FILE = /design/flow/constraint.sdc
export NUM_CORES = 4
export LEC_CHECK = 1
export CORE_AREA = 10 10 94 94
export DIE_AREA = 0 0 104 104
--- flow/constraint.sdc ---
current_design csr

set clk_period 1.0
set clk_io_pct 0.2

create_clock -name clk0 -period $clk_period [get_ports {clk}]

set non_clock_inputs [all_inputs -no_clocks]
set_input_delay [expr $clk_period * $clk_io_pct] -clock clk0 $non_clock_inputs
set_output_delay [expr $clk_period * $clk_io_pct] -clock clk0 [all_outputs]
--- flow/design.v ---
module csr #(
  parameter int unsigned    Width      = 32,
  parameter bit             ShadowCopy = 1'b0,
  parameter bit [Width-1:0] ResetValue = '0
 ) (
  input  logic             clk,
  input  logic             rst_n,
  input  logic [Width-1:0] wr_data_i,
  input  logic             wr_en_i,
  output logic [Width-1:0] rd_data_o,
  output logic             rd_error_o
);
  logic [Width-1:0] rdata_q;
  always_ff @(posedge clk or negedge rst_n) begin
    if (!rst_n) begin
      rdata_q <= ResetValue;
    end else if (wr_en_i) begin
      rdata_q <= wr_data_i;
    end
  end
  assign rd_data_o = rdata_q;
  if (ShadowCopy) begin : gen_shadow
    logic [Width-1:0] shadow_q;
    always_ff @(posedge clk or negedge rst_n) begin
      if (!rst_n) begin
        shadow_q <= ~ResetValue;
      end else if (wr_en_i) begin
        shadow_q <= ~wr_data_i;
      end
    end
    assign rd_error_o = rdata_q != ~shadow_q;
  end else begin : gen_no_shadow
    assign rd_error_o = 1'b0;
  end
endmodule
--- flow/run.sh ---
#!/bin/bash
# OpenROAD 26Q1-2900-gdf79404cd8, Yosys 0.63+post, stock flow scripts
make -C /OpenROAD-flow-scripts/flow DESIGN_CONFIG=/design/flow/config.mk WORK_HOME=/design/flow/orfs finish
==> flow_summary.toml <==
# synthesis and place-and-route metrics
[logic_synthesis]
synthSimpleGateAreaFrac_pct = 0
synth_flop_count = 32
post_synth_main_logic_family = "multiplexers"
xor_xnor_area_share_pct = 0
avgSynthCellArea_sq_um = 19.4
synth_cell_type_count = 7
summed_standard_cell_area_reported_by_yosys_sq_um = 1360
synth.largest_area_cell = "dfrtp_1"
synth.area.mux_share_pct = 34.9
synthCells = 70
synthAoiAreaFrac_pct = 0
synth-cells-yosys = 70
post_synth_instance_area_sq_um = 1360
synth.top_cell.area_share_pct = 59.0
ys_warn_count = 1
top_cells_by_area = "dfrtp_1 (59%), mux2_4 (33%), buf_12 (4.4%)"
synth-seq-area-share_pct = 59.0
fa_ha_area_share_pct = 0

[floorplanning]
io_pins = 68
chipArea_sq_um = 10800
initCoreUtil_pct = 19.9
num_rows = 30
design.core.area_sq_um = 6830
dieWidth_um = 104
die.size.y_um = 104

[final_timing]
setup_tns_ps = 0
holdWs_ps = 283
finalClockPeriodUsage_pct = 98.2
min_cycle_time_layout_ps = 982
report.final.slew_viol_count = 0
timing_hold_violations_final = 0
finClkSkew_ps = 0
fmax_mhz = 1020
rsz_0062_raised_after_global_routing = "yes"
report.final.setup_viol = 0

[detailed_routing]
num_antenna_cells = 0
drt-wirelength-per-cell_um = 13.9
dr_total_vias = 852
antenna_left = 0
drt_pre_antenna_iters = 2
wl_um = 3480
dr.first_iter.drc_count = 16
drc = 0
vias_per_cell = 3.41

[grt]
pin_count_of_the_biggest_net_entering_global_routing = 33
wire_length_of_the_first_global_routing_pass_um = 5560
number_of_antenna_violations_at_the_first_check_in_global_routing = 0
grt.total_usage_pct = 6.36
grt_overflow = 0
vias_in_the_first_global_route = 970

[clock_tree]
tritoncts.num_buffers = 5
cts-root-to-sink-buffers = 2
cts_tree = "yes"
numClockSinks = 32
cts_hold_repair_buffers = 0
clkSlewWorstSetupHoldPaths_ps = 70
worst_skew_pair_later_pin_latency_ps = 280
cts.root.buffer_cell = "clkbuf_8"
cts_max_level = 2

[setup_path]
crit_arrival_ps = 780
worst_endpoint_required_time_ps = 800
timing.critical_path.fanout_max = 2
critPathCaptureType = "output pin"
path_class = "reg2out"
critPathMaxStageDelay_ps = 390
worst-path-buf-inv = 1
crit_path_start_kind = "flip-flop"
path_delay_family = "flip-flops"
path_cells = "buf_2"
cell_with_the_biggest_individual_delay_on_the_critical_path = "dfrtp_1"

[flow_run]
log.warning_count = 27
drv_cap = 0

[placed_design]
postPlaceCellArea_sq_um = 2130
dp_wirelength_um = 2470
port-buffer-count = 66
gpl.final_weighted_congestion = 0.670

[power_and_ir_drop]
power-per-cell-area_nw_per_um2 = 1430
leakage_nw = 1.02
max_vdd_drop_mv = 0.381
total_power_consumption_mw = 3.04

[finish]
flip_flop_count_of_the_largest_register_all_copies_and_words_added = 32
reg_top3 = "rdata_q x32"
share_of_layout_cells_above_drive_strength_1_pct = 56.5
largest_register = "rdata_q"
finish.instance_area_sq_um = 2130
areaGrowthSynthToFinish_pct = 56.9

[outcome]
run_status = "complete, no violations"

[worst_hold_path]
hold_path.class = "in2async"
Yosys cell counts (all sizes together):
| cell type | count |
|---|---|
| dfrtp | 32 |
| mux2 | 32 |
| buf | 5 |
| conb | 1 |
layout by cell type, fill, tap and decap left out:
master and instances:
buf_2 33, clkdlybuf4s50_1 33, buf_12 3, conb_1 1, buf_4 13, clkbuf_1 1, mux2_4 30, mux2_2 2
clkinv_2 1, clkbuf_8 5, dfrtp_1 32
final timing paths:
path	start	endpoint	slack [ps]	depth (start not counted)
max in group asynchronous	rst_n	rdata_q[7]	540	2
min	rst_n	rdata_q[19]	280	2
min reg2reg	rdata_q[7]	rdata_q[7]	500	1
min in group clk0	wr_en_i	rdata_q[18]	430	3
max reg2reg	rdata_q[15]	rdata_q[15]	20	3
max	rdata_q[13]	rd_data_o[13]	20	1
what timing repair did:
item,in CTS,in global routing
endpoints found under the setup margin,32,32
buffers inserted,6,6
pin swaps,0,0
gates resized,97,0
logic make-up after synthesis:
| kind of cell | count (synthesis) |
|---|---|
| flip-flops | 32 |
| buffers and inverters | 5 |
| multiplexers | 32 |
| other | 1 |
routing by layer:
layer  global-route usage [%]  vias up  routed length [um]
li1                         -      403                   -
met1                     8.58      413                1530
met2                     10.1       31                1700
met3                     1.63        5                 157
met4                     1.29        0                  85
met5                        0        -                   0
where the power goes:
group	leakage, nW	internal, mW	switching [mW]
Clock	0.0410	0.473	0.464
Sequential	0.374	1.42	0.0606
Combinational	0.608	0.464	0.159
cell type report:
class,instances,area [sq um]
fill,710,4700
multi-input combinational,33,477
tap,96,120
sequential,32,801
clock buffer,6,72.6
timing repair buffer,82,653
clock inverter,1,5.00
stage by stage:
| step | std cells | utilization, % | worst slack, ps |
|---|---|---|---|
| detailed placement | 232 | 31.2 | -22.7 |
| CTS | 245 | 30.6 | -1.96 |
| global placement | 232 | 31.2 | -25.7 |
| global route | 250 | 31.2 | -39.3 |
| floorplan | 70 | - | 133 |
| finish | 250 | 31.2 | 17.8 |
Power and IR drop assume default switching activity.
