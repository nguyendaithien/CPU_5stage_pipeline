==> flow/design.v <==
module CONTROL_HAZARD #( parameter DATA_WIDTH = 32) (
   clk
  ,rst_n
  ,stall_o
  ,IF_ID_flush_o
  ,EX_flush_o
  ,hazard
  ,forward_A_o 
  ,forward_B_o
  ,forward_dmem
  ,ID_RD_mem_i  
  ,ID_rs1_add_i
  ,ID_rs2_add_i
  ,ID_rd_add_i
  ,EX_rs1_add_i
  ,EX_rs2_add_i
  ,EX_rd_add_i
  ,MEM_rd_add_i
  ,EX_regwrite_i
  ,MEM_regwrite_i
  ,IF_instr_i
  ,ID_jump
  ,zero
 );
   input             clk             ;
   input             rst_n           ;
   output reg        stall_o         ;
   output wire       IF_ID_flush_o   ;
   output reg        EX_flush_o      ;
   output reg [1:0 ] forward_A_o     ;
   output reg [1:0 ] forward_B_o     ;
   output reg        forward_dmem    ;
   output reg        hazard          ;
   input             ID_RD_mem_i     ;
   input      [4:0 ] ID_rs1_add_i    ;
   input      [4:0 ] ID_rs2_add_i    ;
   input      [4:0 ] ID_rd_add_i     ;
   input      [4:0 ] EX_rs1_add_i    ;
   input      [4:0 ] EX_rs2_add_i    ;
   input      [4:0 ] EX_rd_add_i     ;
   input      [4:0 ] MEM_rd_add_i    ;
   input             EX_regwrite_i   ;
   input             MEM_regwrite_i  ;
   input      [31:0] IF_instr_i      ;
   input             ID_jump         ;
   input             zero            ;
    reg [6:0] opcode; 
    reg IF_ID_flush1; 
    reg IF_ID_flush2; 
   always@* begin
     if ( (EX_regwrite_i == 1'b1) && (EX_rd_add_i != 0 ) && (EX_rd_add_i == ID_rs1_add_i)) begin
         forward_A_o = 2'b01; 
         hazard = 1'b1;
     end 
     else if ( (MEM_regwrite_i == 1'b1) && (MEM_rd_add_i != 0 ) && ~( (EX_regwrite_i  == 1'b1) && (EX_rd_add_i != 0) && (EX_rd_add_i == ID_rs1_add_i)) && (MEM_rd_add_i == ID_rs1_add_i)) begin
       forward_A_o = 2'b00; 
       hazard = 1'b1;
     end
     else begin
       forward_A_o = 2'b00;              
       hazard = 1'b0;
     end
  end
    always@* begin  
        if ( (EX_regwrite_i == 1'b1) && (EX_rd_add_i != 0) && (EX_rd_add_i  == ID_rs2_add_i)) begin
          forward_B_o = 2'b01;
          hazard = 1'b1;
        end
        else if ( (MEM_regwrite_i == 1'b1) && (MEM_rd_add_i != 0) &&  ~ ( (EX_regwrite_i  == 1'b1) && (EX_rd_add_i != 0) && (EX_rd_add_i == ID_rs2_add_i)) && (MEM_rd_add_i == ID_rs2_add_i)) begin 
          forward_B_o = 2'b00;
          hazard = 1'b1;
        end
        else begin
          forward_B_o = 2'b00;         
          hazard = 1'b0;
        end
    end
    always@* begin
      if ((MEM_regwrite_i == 1'b1) && (EX_rs2_add_i == MEM_rd_add_i) && (MEM_rd_add_i != 0)) begin
          forward_dmem = 1'b1;  
      end
      else begin
          forward_dmem = 1'b0;
      end
    end
    always @* begin
        opcode = IF_instr_i[6:0] ;
    end
    always@* begin
        if(ID_RD_mem_i == 1'b1) begin
            if( ( (opcode == 7'b0110011) || (opcode == 7'b1100011) || (opcode == 7'b0100011) ) && ( (ID_rd_add_i == IF_instr_i[19:15]) || (ID_rd_add_i == IF_instr_i[24:20]) ))     
            begin
                stall_o = 1'b1;
            end 
            else if( ( (opcode == 7'b0010011) ||(opcode == 7'b0000011) ) && ( (ID_rd_add_i == IF_instr_i[19:15]) )) begin
                stall_o = 1'b1;
            end     
            else begin 
              stall_o = 1'b0;   
            end
        end
        else begin 
          stall_o = 1'b0;
        end
    end
    assign IF_ID_flush_o = (IF_ID_flush1 || IF_ID_flush2);
    always@* begin
      if((zero) || (ID_jump)) begin 
          IF_ID_flush1 = 1'b1;
      end
      else begin                                      
          IF_ID_flush1 = 1'b0;
      end
    end
    always@(posedge clk) begin
      if(!rst_n) begin
          IF_ID_flush2 <= 1'b0;
					hazard       <= 1'b0;
      end
      else begin                 
          IF_ID_flush2 <= IF_ID_flush1;
      end
    end
    always@* begin
      EX_flush_o = (zero) ? 1'b1 : 1'b0 ;
    end
endmodule
==> flow/run.sh <==
#!/bin/bash
# OpenROAD 26Q1-2900-gdf79404cd8, Yosys 0.63+post, stock flow scripts
make -C /OpenROAD-flow-scripts/flow DESIGN_CONFIG=/design/flow/config.mk WORK_HOME=/design/flow/orfs finish
==> flow/config.mk <==
export PLATFORM = sky130hd
export DESIGN_NAME = CONTROL_HAZARD
export DESIGN_NICKNAME = CONTROL_HAZARD
export VERILOG_FILES = /design/flow/design.v
export SDC_FILE = /design/flow/constraint.sdc
export NUM_CORES = 4
export LEC_CHECK = 1
export CORE_AREA = 10 10 70 70
export DIE_AREA = 0 0 80 80
==> flow/constraint.sdc <==
current_design CONTROL_HAZARD

set clk_period 3.0
set clk_io_pct 0.2

create_clock -name clk0 -period $clk_period [get_ports {clk}]

set non_clock_inputs [all_inputs -no_clocks]
set_input_delay [expr $clk_period * $clk_io_pct] -clock clk0 $non_clock_inputs
set_output_delay [expr $clk_period * $clk_io_pct] -clock clk0 [all_outputs]
==> CHANGELOG.md <==
### Implementation results

- Slew Viols, Final: 0
- First-pass GRT wire length: 2790 um
- Storage cell area: 20.0 um^2
- P&R area growth vs syn: 160%
- Fin Setup TNS: 0 ns
- Lkg Pwr: 0.000358 uW
- Most numerous cell on the critical path: clkdlybuf4s50_1
- Element type at the critical path end: output port
- Setup bufs post-CTS: 0
- ANT nets after route: 0
- Setup violators final: 0
- Tmin final: around 2.8 ns
- Antenna violations before repair: 0
- Peak supply drop: approximately 0.000066 V
- Fillers: 370
- Clock Pin Slew Worst Setup and Hold Paths: 0 ns
- Post-layout period usage of the worst path: 94.6%
- Core Util, Final: 30.4%
- Routed WL: ~1800 um
- Critical-path maximum fanout: 3
- Vias in the first global route: 653
- DIE AREA: 6400 um^2
- Core Region: 3420 um^2
- Final weighted congestion in routability-driven placement: ~0.74
- Syn Area/Cell: 7.28 um^2
- Port Buffers: 59
- Largest cells by area after synthesis: xnor2_1 26%, xor2_1 26%, nand3_1 7.5%
- Inserted Diodes: 0
- Yosys reg bits: 1
- Most instantiated cells after synthesis: 12 x xnor2_1, 12 x xor2_1, 6 x nand3_1
- Seq/Total Area, Yosys: 5.00%
- Avg Vias per Cell: 3.58
- WP data required: 2.40 ns
- Post-synth ARST share: 0%
- I/O pin count: 83
- Via count: ~570
- Cells after Synth: 55
- Netlist cell types: 16
- Max reg flops: 1
- Die Ht: around 80 um
- Flip-flops with a built-in enable: 0
- Top flop regs: IF_ID_flush2 x1
- Nature of the critical path startpoint: primary input
- Worst Setup Path Type: primary input to output port
- First DRT Iteration DRCs: 5
- Fp util: between 10% and 20%
- WP data arrival: around 2.2 ns
- Synth warn: 4
- CP top delay family: buffers and inverters
- Ys flop type: dfxtp_1
- Yosys top cell by area: xnor2_1
- CP bufs+invs: 2
- Yosys cell count: 55
- GRT Total Usage: 5.18%
- Worst path cell trace: clkdlybuf4s50_1 -> or4_1 -> o21ai_2 -> nor4_1 -> clkdlybuf4s50_1
- Max Cap Viol: 0
- # DRC: 0
- Hold Crit Class: primary input to flop
- Pwr/cell area: 130 nW/um^2
- Drt wl/cell: roughly 11 um
- Post-synthesis cell area: about 400 um^2
- CP max-delay cell: or4_1
- Post-synth top area share: 26.2%
- Gate Area: around 360 um^2
- Row count: 21
- RSZ-0062 raised after global routing: no
- Largest register by flop count: IF_ID_flush2
- Die Span X: 80 um
- Layout cells sized above 1: 2.65%
- Hold-fix buffers, CTS: 0
- Final Hold Vio Count: 0
- Log Warnings: 48
- Largest net degree at the start of global routing: 4
- CP peak stage delay: roughly 0.54 ns
- Fmax: 352 MHz
- Resize count post-CTS: 0
- DRT Pass-1 Iters: 4
- Dpl hpwl: 1760 um
- GR Overflow Total: 0
- Status: finished clean
- Yosys synthesis chip area: 400 um^2
path summary, 6_finish.rpt:
| check | slack, ns | cells after the start | from | end |
|---|---|---|---|---|
| worst min-delay path | 1.15 | 2 | rst_n | IF_ID_flush2 |
| worst max-delay path | 0.16 | 5 | EX_rd_add_i[4] | forward_B_o[0] |
cell families after synthesis:
| family | Yosys count | synth area share (%) |
|---|---|---|
| DFF | 1 | 5.00 |
| xor gates and xnor gates | 24 | 52.5 |
| other | 1 | 0.937 |
| buffers and inverters | 5 | 8.44 |
| and+or+nand+nor | 18 | 24.1 |
| AOI/OAI and AO/OA | 6 | 9.06 |
per-stage QoR:
step / hold WS [ns] / cells / worst slack [ns] / instance area (um^2) / power, uW
after detailed placement: 1.16 / 159 / 0.134 / 1030 / 135
after global placement: 1.15 / 159 / 0.125 / 1030 / 134
after global routing: 1.18 / 159 / 0.00283 / 1040 / 146
final: 1.15 / 159 / 0.161 / 1040 / 135
after CTS: 1.16 / 159 / 0.124 / 1030 / 136
after floorplan: 0.710 / 57 / 1.09 / 408 / 50.9
power breakdown:
| part | switching (uW) | internal, uW |
|---|---|---|
| Combinational | 34.0 | 86.7 |
| Sequential | 0.131 | 14.5 |
| Clock | 0 | 0 |
| Total | 34.1 | 101 |
layer usage:
layer / vias up / GRT usage, % / share of wire [%]
li1: 300 / - / -
met1: 237 / 5.95 / 39
met2: 33 / 8.91 / 47
met3: 0 / 2.61 / 13
met4: 0 / 0 / 0
met5: - / 0 / 0
final cells by class:
type | instances | area share (%)
Inverter | 1 | 0.361
Multi-Input combinational cell | 51 | 34.7
Sequential cell | 1 | 1.93
Timing Repair Buffer | 60 | 57.5
Tap cell | 46 | 5.54
cells in the final DEF (no fill, tap or decap), types with 2 or more instances in the layout:
master	instances
xnor2_1	12
nor4_1	3
conb_1	3
nand3_1	6
nand2_1	2
xor2_1	12
clkdlybuf4s50_1	59
a21oi_1	3
nor3_1	4
Power is estimated from default activity; no workload was simulated.
