### design.v
module ALU #( parameter DATA_WIDTH = 32) (
	 alu_ctrl_i
	,alu_op2_i
	,alu_op1_i
	,alu_result_o
  ,zero_o
);	
    output reg  [31:0]     alu_result_o ;
    output reg             zero_o       ;
    input       [3:0 ]     alu_ctrl_i   ;
    input       [31:0]     alu_op1_i    ;
    input       [31:0]     alu_op2_i    ;
    always@* begin
        alu_result_o = 32'd0;
        case(alu_ctrl_i)
            4'd0  : alu_result_o = alu_op1_i + alu_op2_i                   ;
            4'd1  : alu_result_o = alu_op1_i - alu_op2_i                   ;
            4'd2  : alu_result_o = alu_op1_i & alu_op2_i                   ;
            4'd3   : alu_result_o = alu_op1_i | alu_op2_i                   ;
            4'd4  : alu_result_o = alu_op1_i ^ alu_op2_i                   ;
            4'd8  : alu_result_o = (alu_op1_i < alu_op2_i) ? 32'd1 : 32'd0 ;
            4'd9 : alu_result_o = (alu_op1_i < alu_op2_i) ? 32'd1 : 32'd0 ;
            4'd5  : alu_result_o = alu_op1_i << alu_op2_i[4 : 0]           ;
            4'd6  : alu_result_o = alu_op1_i >> alu_op2_i[4 : 0]           ;
            4'd7  : alu_result_o = $signed(alu_op1_i) >>> alu_op2_i[4 : 0] ;
            default: alu_result_o = 0;
        endcase
    end
    always@* begin
        zero_o = 1'b0;
        case(alu_ctrl_i) 
            4'd10  : zero_o = (alu_op1_i ==  alu_op2_i)? 1'd1 : 1'd0                    ;
            4'd11  : zero_o = (alu_op1_i !=  alu_op2_i)? 1'd1 : 1'd0                    ;
            4'd12  : zero_o = ($signed(alu_op1_i) <   $signed(alu_op2_i)) ? 1'd1 : 1'd0 ;
            4'd13  : zero_o = (alu_op1_i <=  alu_op2_i)? 1'd1 : 1'd0                    ;
            4'd14 : zero_o = (alu_op1_i <   alu_op2_i)? 1'd1 : 1'd0                    ;
            4'd15 : zero_o = (alu_op1_i >=  alu_op2_i)? 1'd1 : 1'd0                    ;
        endcase
    end
endmodule
### run.sh
#!/bin/bash
# OpenROAD 26Q1-2900-gdf79404cd8, Yosys 0.63+post, stock flow scripts
make -C /OpenROAD-flow-scripts/flow DESIGN_CONFIG=/design/flow/config.mk WORK_HOME=/design/flow/orfs finish
### config.mk
export PLATFORM = sky130hd
export DESIGN_NAME = ALU
export DESIGN_NICKNAME = ALU
export VERILOG_FILES = /design/flow/design.v
export SDC_FILE = /design/flow/constraint.sdc
export NUM_CORES = 4
export LEC_CHECK = 1
export CORE_UTILIZATION = 30
### constraint.sdc
current_design ALU

set clk_period 12.3
set clk_io_pct 0.2

create_clock -name clk0 -period $clk_period

set non_clock_inputs [all_inputs -no_clocks]
set_input_delay [expr $clk_period * $clk_io_pct] -clock clk0 $non_clock_inputs
set_output_delay [expr $clk_period * $clk_io_pct] -clock clk0 [all_outputs]
==> results.sh <==
# implementation run metrics
export IMPL_drc=0
export IMPL_route_vias_total=10300
export IMPL_yosys_area_top_type="ha_1"
export IMPL_design_core_area_um2=27900
export IMPL_cts_resized=0
export IMPL_die_h_um=170
export IMPL_fmax_mhz=103
export IMPL_grt_max_degree=77
export IMPL_syn_area_um2=8500
export IMPL_cp_end_kind="primary output"
export IMPL_wire_per_inst_um=24.7
export IMPL_port_buffers=101
export IMPL_drv_cap=0
export IMPL_ir_worst_vdd_mv=0.0176
export IMPL_p_sw_frac=0.598
export IMPL_finalClockPeriodUsage=0.790
export IMPL_viasPerCell=6.22
export IMPL_synthToLayoutAreaGrowth_pct=14.9
export IMPL_seq_cells=0
export IMPL_post_cts_repair_setup_buffers=0
export IMPL_ys_area_um2=8500
export IMPL_postRouteAntennaNets=0
export IMPL_hpwl_um=31400
export IMPL_die_x_um=170
export IMPL_outcome="finished clean"
export IMPL_p_sw_uw=271
export IMPL_grt_pass1_vias=9521
export IMPL_clkbuf_count=0
export IMPL_topCellsByArea="ha_1, mux4_2, a21oi_1, nor2_1, o21ai_0"
export IMPL_rsz0062_at_grt="no"
export IMPL_drt_iter0_markers=1024
export IMPL_initial_core_util=0.305
export IMPL_antenna_found_initial=2
export IMPL_gr_usage_all_layers=0.285
export IMPL_power_density_nw_per_um2=46.5
export IMPL_min_period_ns=9.72
export IMPL_cp_max_fo=40
export IMPL_synthCells=1246
export IMPL_setup_viol=0
export IMPL_first_pass_iters=5
export IMPL_synth_avg_cell_area_um2=6.82
export IMPL_log_warning_count=97
export IMPL_fin_util=0.350
export IMPL_num_rows=61
export IMPL_ys_cells=1246
export IMPL_dieArea_um2=29000
export IMPL_worst_slew_pin_slew_ns=0.842
export IMPL_cp_arrival_ns=7.26
export IMPL_ios=101
export IMPL_final_hold_viol_count=0
export IMPL_drive_gt1_frac=0.0825
export IMPL_drt_total_wl_um=40800
export IMPL_tns_ns=0
export IMPL_crit_required_ns=9.84
export IMPL_yosysMostFrequentCell="nor2_1"
export IMPL_finalMaxSlewViolations=0
export IMPL_worstSetupPathType="input port to primary output"
export IMPL_ctsHoldBuffers=0
export IMPL_postSynthSeqShare=0
export IMPL_yosys_warnings=1
export IMPL_p_leak_nw=4.00
export IMPL_grt_overflow_total=0
export IMPL_register_area_um2=0
export IMPL_grt_pass1_wl_um=61000
export IMPL_start_kind="input port"
export IMPL_gp_congestion=1.00
export IMPL_yosysTopAreaCellShare=0.143
export IMPL_hold_class="input port to primary output"
export IMPL_ys_types=79
export IMPL_internal_power_uw=182
export IMPL_fillers=2980
export IMPL_synthTopCellsByCount="nor2_1, a21oi_1, nand2_1"
export IMPL_timing_slew_headroom=0.437
layout by cell type, fill, tap and decap left out, types with 15 or more instances in the layout:
cell / count
nor2_1: 153
a21oi_1: 116
nand2_1: 106
ha_1: 97
clkdlybuf4s50_1: 97
inv_1: 93
o21ai_0: 90
mux4_2: 48
mux2i_1: 39
buf_4: 27
nand3_1: 23
a211oi_1: 23
nor3_1: 20
o22ai_1: 19
a221oi_1: 18
o221ai_1: 17
nor2b_1: 16
a21o_1: 15
a22oi_1: 15
per-layer routing:
layer | share of wire | GRT usage | up-vias
li1 | - | - | 4734
met1 | 0.45 | 0.425 | 4916
met2 | 0.43 | 0.425 | 560
met3 | 0.097 | 0.0583 | 71
met4 | 0.025 | 0.0611 | 2
met5 | 0.00032 | 0 | -
critical path, stage by stage:
cell,delay [ns]
clkdlybuf4s50_1,0.47
buf_4,0.43
inv_1,0.08
buf_4,0.25
ha_1,0.44
a21o_1,0.16
a311oi_1,0.07
o311ai_2,0.42
nor2_1,0.18
o311ai_2,0.62
a41oi_1,0.41
o41a_1,0.49
a21oi_1,0.13
a22o_1,0.15
clkdlybuf4s50_1,0.47
logic make-up (layout without fill, tap and decap cells):
family | after synthesis | in the layout | synth area share
AND-OR/OR-AND | 459 | 459 | 0.363
other | 0 | 1 | 0
multiplexers | 92 | 92 | 0.180
AND/OR/NAND/NOR | 393 | 393 | 0.211
adder cells (fa/ha/maj) | 99 | 99 | 0.148
XOR/XNOR | 9 | 9 | 0.00928
buffers and inverters | 194 | 221 | 0.0901
per-stage QoR:
step           std cells  setup WS, ns  hold WS, ns  cell area (um2)  power, mW
2_1_floorplan       1246          3.87         5.08             8500      0.270
3_3_place_gp        1651          2.66         6.12             9760      0.444
5_1_grt             1651          2.31         6.20             9760      0.488
3_5_place_dp        1651          2.70         6.13             9760      0.442
4_1_cts             1651          2.67         6.14             9760      0.444
6_report            1652          2.58         6.13             9760      0.454
area by class of cell:
type / instances / area (um2) / share of cell area
Antenna cell: 1 / 2.50 / 0.000256
Inverter: 94 / 353 / 0.0361
Multi-Input combinational cell: 1052 / 7750 / 0.793
Tap cell: 378 / 473 / 0.0484
Timing Repair Buffer: 127 / 1190 / 0.122
worst paths after layout:
check,from,endpoint,slack (ns),cells past startpoint
worst max-delay path,alu_op2_i[4],alu_result_o[30],2.58,15
worst min-delay path,alu_op2_i[14],alu_result_o[14],6.13,5
power by group through the flow:
stage	combinational [mW]	sequential, mW	clock (mW)
global route	0.488	0	0
CTS	0.444	0	0
No activity file was given, so power comes from the tool's default toggle rates.
